`/design/flow/config.mk`:
```
export PLATFORM = sky130hd
export DESIGN_NAME = traffic_light_controller
export DESIGN_NICKNAME = traffic_light_controller
export VERILOG_FILES = /design/flow/design.v
export SDC_FILE = /design/flow/constraint.sdc
export NUM_CORES = 4
export LEC_CHECK = 1
export CORE_AREA = 10 10 70 70
export DIE_AREA = 0 0 80 80
```
`/design/flow/constraint.sdc`:
```
current_design traffic_light_controller

set clk_period 1.4
set clk_io_pct 0.2

create_clock -name clk0 -period $clk_period [get_ports {clk}]

set non_clock_inputs [all_inputs -no_clocks]
set_input_delay [expr $clk_period * $clk_io_pct] -clock clk0 $non_clock_inputs
set_output_delay [expr $clk_period * $clk_io_pct] -clock clk0 [all_outputs]
```
`/design/flow/design.v`:
```
`timescale 1ns / 1ps
module traffic_light_controller(
    input clk, rst,
    output reg [2:0] light_M1,
    output reg [2:0] light_MT,
    output reg [2:0] light_M2,
    output reg [2:0] light_S,
    output reg [2:0] count
);
reg [2:0] p_state;
parameter s1 = 3'b000;
parameter s2 = 3'b001;
parameter s3 = 3'b010;
parameter s4 = 3'b011;
parameter s5 = 3'b100;
parameter s6 = 3'b101;
parameter sec_7 = 3'b111, sec_5 = 3'b101, sec_3 = 3'b011, sec_2 = 3'b010;
always @(posedge clk) begin
    if (rst == 1) begin
        p_state <= s1;                 
        count <= 3'b000;               
    end 
    else begin
        case (p_state)
            s1: if (count == sec_7) begin
                    p_state <= s2;
                    count <= 3'b000;
                end 
                else begin
                    count <= count + 3'b001;
                end
            s2: if (count == sec_2) begin
                    p_state <= s3;
                    count <= 3'b000;
                end 
                else begin
                    count <= count + 3'b001;
                end
            s3: if (count == sec_5) begin
                    p_state <= s4;
                    count <= 3'b000;
                end 
                else begin
                    count <= count + 3'b001;
                end
            s4: if (count == sec_2) begin
                    p_state <= s5;
                    count <= 3'b000;
                end 
                else begin
                    count <= count + 3'b001;
                end
            s5: if (count == sec_3) begin
                    p_state <= s6;
                    count <= 3'b000;
                end 
                else begin
                    count <= count + 3'b001;
                end
            s6: if (count == sec_2) begin
                    p_state <= s1;
                    count <= 3'b000;
                end 
                else begin
                    count <= count + 3'b001;
                end
            default: begin 
                p_state <= s1;          
                count <= 3'b000;        
            end
        endcase
    end
end
always @(p_state) begin 
    case (p_state)
        s1: begin 
            light_M1 <= 3'b001;
            light_MT <= 3'b100;
            light_M2 <= 3'b001;
            light_S  <= 3'b100;
        end
        s2: begin 
            light_M1 <= 3'b001;
            light_MT <= 3'b100;
            light_M2 <= 3'b010;
            light_S  <= 3'b100;
        end
        s3: begin 
            light_M1 <= 3'b001;
            light_MT <= 3'b001;
            light_M2 <= 3'b100;
            light_S  <= 3'b100;
        end
        s4: begin 
            light_M1 <= 3'b010;
            light_MT <= 3'b010;
            light_M2 <= 3'b100;
            light_S  <= 3'b100;
        end
        s5: begin 
            light_M1 <= 3'b100;
            light_MT <= 3'b100;
            light_M2 <= 3'b100;
            light_S  <= 3'b001;
        end
        s6: begin 
            light_M1 <= 3'b100;
            light_MT <= 3'b100;
            light_M2 <= 3'b100;
            light_S  <= 3'b010;
        end
        default: begin 
            light_M1 <= 3'b001;
            light_MT <= 3'b100;
            light_M2 <= 3'b001;
            light_S  <= 3'b100;
        end
    endcase
end
endmodule
```
`/design/flow/run.sh`:
```
#!/bin/bash
# OpenROAD 26Q1-2900-gdf79404cd8, Yosys 0.63+post, stock flow scripts
make -C /OpenROAD-flow-scripts/flow DESIGN_CONFIG=/design/flow/config.mk WORK_HOME=/design/flow/orfs finish
```
==> flow_summary.toml <==
# yosys + openroad results
[synthesis]
synth_top_cell_by_area = "dfxtp_1"
syn_area_per_cell_um2 = 9.09
ys_warn_count = 1
edf_count = 0
ys_seq_frac = 0.310
simple_gate_area_frac = 0.247
synthTopCellsByArea = "dfxtp_1 31%, ha_1 13%, a2111oi_2 5.2%"
synth_cells = 64
yosys_cells = 64
adder_share = 0.129
netlist_area_um2 = 582
aoi_share = 0.187
ys_sh_xor = 0
logic_family = "simple AND/OR/NAND/NOR gates"
synth.area.mux_share = 0.0172
ys_seq_elements = 9
top_area_frac = 0.310
async_reset_ff_frac = 0
synth_cell_types = 29
synthFlopType = "dfxtp_1"
ys_area_um2 = 582

[timing]
hold_violations = 0
hold_ws_ns = 0.546
period_used_share = 1.16
slew_headroom = 0.807
final_max_slew_viol_count = 0
clock.fmax_mhz = 618
setup_viol = 7
fin_skew_ns = 0.00612
period_minus_slack_ns = 1.62
worstMarginPinSlew_ns = 0.287
setup_tns_ns = -0.856
grt_setup_unrepaired = "yes"
layout_setup_ws_ns = -0.218

[cells_and_area]
layout_top_cell = "buf_4"
regArea_um2 = 200
area_delta_synth_final_pct = 87.3
final_layout_size_suffix_gt1_frac = 0.613
lay_top_cells = "20 x buf_4, 10 x buf_6, 8 x dlygate4sd2_1, 6 x nor2_1"
fillers = 349
layout.cells.non_filler = 152
final-comb-area_um2 = 409

[run_status]
status = "complete, but fails checks"
violations = "negative setup slack"

[grt]
grt_pass1_wl_mm = 2.71
grt_overflow = 0
first_global_vias = 607
grtUsageTotal = 0.0514
grt_start_max_net_pins = 8
grt_antenna_before_repair = 0

[power]
p_per_area_nw_per_um2 = 591
finalPower_uw = 644
p_leak_nw = 0.483
ir_drop_v = 0.000340

[cts]
clkTransAtPathRegs_ns = 0.06
cts_buffers = 3
cts_max_level = 1
ctsRootBufferMaster = "clkbuf_4"
cts_tree = "built"
cts_buffer_depth = 2
hold_buffers = 0
clk_latency_ns = 0.26
cts.sinks = 9

[worst_setup_path]
cp_top_family = "simple AND/OR/NAND/NOR gates"
slowest_delay_ns = 0.54
cp_cell_sequence = "or4_4 -> buf_6 -> buf_6"
critical_path_arrival_ns = 1.34
cp_slowest_cell = "or4_4"
start_kind = "register"
cp_common_cell = "buf_6"
crit_buf_inv = 2
critPathMaxFanout = 2
path_class = "register to output port"
end_kind = "output port"
worstPathRequired_ns = 1.12

[floorplanning]
io_pins = 17
initial_core_util = 0.170
fp.coreArea_um2 = 3420
std_cell_rows = 21
die_area_um2 = 6400
dieWidth_um = 80
dieHeight_um = 80

[routing]
wl_mm = 1.63
drtAntennaViolNets = 0
wl_per_cell_um = 10.7
drt_iter0_markers = 16
dr_total_vias = 600
antenna_cells = 0
vias_per_cell = 3.95
first_pass_iters = 4
drc = 0

[place]
pre_cts_ws_ns = -0.273
gp_congestion = 0.807
io_buffers = 16
place_inst = 136
place.detailed.hpwl_mm = 1.22

[run]
cap_violations = 0
warning_count = 32

[min_path]
hold_path.class = "register to register"
## final cells by class
| cell class | count | share of cell area |
|---|---|---|
| multi-input cells | 43 | 0.375 |
| repair buffers | 45 | 0.347 |
| flip-flops and latches | 9 | 0.184 |
| well taps | 46 | 0.0528 |
| clock buffers | 4 | 0.0241 |
| inverters | 5 | 0.0172 |
## tightest hold or removal path: cells and delay by family (launching register included)
family | cells | cell delay, ns
compound gates | 1 | 0.03
buf+inv | 1 | 0.11
flops | 1 | 0.37
## timing repair
| item | CTS | global route |
|---|---|---|
| gates cloned | 0 | 0 |
| endpoints found under the setup margin | 17 | 10 |
| pin swaps | 6 | 7 |
| setup buffers | 12 | 2 |
| gates resized | 47 | 7 |
## kinds of logic (layout without fill, tap and decap cells)
group           Yosys count  in the layout
compound gates           13             13
fa+ha+maj                 6              6
buf+inv                  12             54
flops                     9              9
mux                       1              1
simple gates             23             23
## routing by layer
| metal | wire length (µm) | track usage |
|---|---|---|
| met1 | 782 | 0.0665 |
| met5 | 0 | 0 |
| met3 | 180 | 0.0318 |
| met2 | 649 | 0.0738 |
| met4 | 14 | 0.00352 |
## synthesized netlist by cell type, types with 2 or more instances
library cell and instances:
clkbuf_1 4, or2_2 2, inv_1 5, a2111oi_2 2, nand2_1 3, a21oi_1 2
ha_1 6, a22oi_1 3, and2b_2 2, nor2_1 7, dlygate4sd3_1 2, dfxtp_1 9
## worst paths after layout
kind                            depth (start not counted)  slack (ns)                   to                 from
worst max-delay path                                    3       -0.22          light_M2[2]   p_state[5]$_DFF_P_
worst min-delay path                                    2        0.55  count[0]$_SDFF_PP0_  count[0]$_SDFF_PP0_
worst max register to register                          5       -0.14  count[1]$_SDFF_PP0_   p_state[5]$_DFF_P_
worst min register to register                          2        0.55  count[0]$_SDFF_PP0_  count[0]$_SDFF_PP0_
## sequential cells by signal, indices dropped and copies added, names as in the netlist
register and cells:
p_state 6, count 3
## stage by stage
step | instance area (µm²) | util
4_1_cts | 1060 | 0.312
3_3_place_gp | 921 | 0.270
2_1_floorplan | 621 | -
3_5_place_dp | 921 | 0.270
5_1_grt | 1090 | 0.319
6_report | 1090 | 0.319
## report_power, final
group / leakage, nW / switching, mW / internal (mW)
registers: 0.0779 / 0.0128 / 0.266
clock network: 0.0150 / 0.0903 / 0.110
logic: 0.390 / 0.0615 / 0.104
total: 0.483 / 0.165 / 0.479
Power figures rest on the tool's default switching activity, not on a simulated workload.
